==> /design/flow/design.v <==
module I2C_data_path (
    input  clk , rst_n , 
    input rw,
    input sda_in,
    input [7:0] data_in ,
    input [6:0] address , 
    input  [3:0] state , 
    input scl_n ,
    input count_o_stop , 
    output reg [7:0] data_out ,
    output reg sda_out, 
    output counter ,
    output reg stop_done , 
    output reg [4:0] count_o,
    output [1:0] count_tmp,
    output reg st_ena 
);
localparam  [3:0] IDOL     = 4'd0,
                  START     = 4'd1,
                  ADDRESS   = 4'd2,
                  READ_ACK  = 4'd3, 
                  WRITE     = 4'd4,
                  READ      = 4'd5,
                  READ_ACK_1  = 4'd6,
                  WRITE_ACK   = 4'd7,
                  STOP        = 4'd8;
reg [7:0] addr ;
reg [7:0] data ;
reg [7:0] count = 0 ;
reg [1:0] count_ = 0 ; 
assign count_tmp = count_;
always @(posedge clk or negedge rst_n)
if (~rst_n ) 
begin 
            addr<= 8'd0 ;
            data <=8'd0 ;     
end 
else if (scl_n)
begin 
    case (state)
    IDOL : 
     begin 
            addr<= 8'd0 ;
            data <=8'd0 ;
     end 
     START : 
        begin 
            addr <= {address,rw};
            count <= 7;
            data <= data_in ;
         end
     ADDRESS : 
        begin 
            count <= count - 1'b1 ;
        end
    WRITE : 
        begin  
            count <= count - 1'b1 ;
        end 
    READ : 
        begin 
            count <= count - 1'b1 ;
        end
    READ_ACK , READ_ACK_1 , WRITE_ACK : 
    begin 
        count <= 7;
    end
    endcase
end
always @(posedge clk or negedge rst_n) begin
    if(~rst_n) begin
        count_ <= 0;
    end else if (scl_n) begin
        if (state  == STOP )  begin 
                count_ <= count_ + 1'b1 ; 
        end 
                else  
                  begin 
                       count_ <= 0 ; 
                  end 
    end
end
always @(posedge clk or negedge rst_n ) 
begin 
    if (~rst_n) begin 
        count_o <= 0 ;
    end 
    else if (scl_n) begin 
    if ((counter && ((state == WRITE) || (state == READ)))) begin 
        count_o <= count_o + 1'b1 ; 
    end
         else if (count_o_stop)  begin 
        count_o <= 0 ; 
         end 
    end
end
assign counter = (((state == WRITE) ||(state == READ)) && (count == 0)) ? 1 : ((state == ADDRESS && count == 0 ) ? 1 : 0  );
always @* begin
    sda_out = 1'd1;
case (state)
    IDOL : begin 
        stop_done = 0 ; 
        sda_out = 1'b1;
        st_ena = 0 ; 
    end
    START: begin 
             sda_out = 1'b0 ; 
             st_ena = 1  ; 
    end  
   ADDRESS :
   begin 
        sda_out = addr[count] ;
   end 
   WRITE : 
   begin 
        sda_out = data_in[count] ; 
   end 
   READ : 
        begin 
           data_out[count] = sda_in ;  
        end 
   STOP : 
   begin 
       sda_out = 1'b0 ; 
       if (count_ > 2'd0 )
       begin 
       sda_out = 1'b1 ; 
       if (scl_n && (count_ == 3)) stop_done = 1 ; 
       end 
   end
   endcase 
end
endmodule 
==> /design/flow/run.sh <==
#!/bin/bash
# OpenROAD 26Q1-2900-gdf79404cd8, Yosys 0.63+post, stock flow scripts
make -C /OpenROAD-flow-scripts/flow DESIGN_CONFIG=/design/flow/config.mk WORK_HOME=/design/flow/orfs finish
==> /design/flow/config.mk <==
export PLATFORM = sky130hd
export DESIGN_NAME = I2C_data_path
export DESIGN_NICKNAME = I2C_data_path
export VERILOG_FILES = /design/flow/design.v
export SDC_FILE = /design/flow/constraint.sdc
export NUM_CORES = 4
export LEC_CHECK = 1
export CORE_UTILIZATION = 30
==> /design/flow/constraint.sdc <==
current_design I2C_data_path

set clk_period 3.5
set clk_io_pct 0.2

create_clock -name clk0 -period $clk_period [get_ports {clk}]

set non_clock_inputs [all_inputs -no_clocks]
set_input_delay [expr $clk_period * $clk_io_pct] -clock clk0 $non_clock_inputs
set_output_delay [expr $clk_period * $clk_io_pct] -clock clk0 [all_outputs]
==> reports/notes.md <==
### STA
• **number of max-slew violations in the final report** 0
• **minimum period implied by the final worst setup slack** 3380 ps
• **final setup vio count** 0
• **count of endpoints without a timing constraint** 20
• **post-route clock period utilization** 0.964
• **final tally of hold violations** 0
• **Worst Max-Slew Pin Slew** 509 ps
• **timing-limited maximum frequency** 296 MHz
• **normalized max-slew margin** 0.660
• **register pins left without a clock** 10
• **accumulated negative setup slack** 0 ps
• **setup repair after global routing missed its margin** false
• **clock skew** 0.729 ps
• **final worst hold slack** 487 ps

### Logic synthesis
• **post-synth design cell area** 1670 sq um
• **post-synthesis area per instance** 9.73 sq um
• **Yosys Warn Count** 1
• **fraction of registers with async set or reset after synthesis** 0.455
• **post-synthesis cell count** 172
• **#FFs+latches synth** 33
• **Yosys chip area** 1670 sq um
• **total cells reported by yosys after synthesis** 172
• **distinct cell type count after synthesis** 43
• **Synth Flop Type** dfrtp_1
• **count of flip-flops with a built-in enable after synthesis** 8

### Cells and area
• **final standard cell utilization of the core** 0.429
• **fraction of final layout cells with drive strength greater than 1** 0.0926
• **Design Area, Final** 2250 sq um
• **area growth from synthesis to layout** 34.2%

### Hold path
• **Tightest Hold Check Type** flop to flop
• **hold-critical path endpoint** addr[6]
• **hold wc startpoint** addr[6]
• **instance count along the most critical hold path** 2

### Die
• **horizontal die size** 76.7 um
• **Core Box Area** 5240 sq um
• **number of top-level pins** 44
• **std cell rows** 26
• **Core Density at Floorplan** 0.320
• **area enclosed by the die boundary** 5880 sq um
• **Die Ht** 76.7 um

### GRT
• **largest net degree at the start of global routing** 18
• **number of antenna violations at the first check in global routing** 0
• **all-layer global routing usage** 0.121
• **via count of the first global-routing pass** 1168
• **first-pass GRT wire length** 5750 um
• **remaining global-route overflow** 0

### Clock tree
• **count of buffers added by post-CTS timing repair for setup** 0
• **maximum clock path buffer count** 2
• **count of instances resized after the clock tree is built** 5
• **number of buffers inserted during clock tree synthesis** 3
• **number of levels the H-tree was split into** 1
• **Post-CTS Hold Fix Bufs** 0
• **clock transition at the registers of the reported paths** 80 ps
• **TritonCTS clock tree** built
• **clock tree root driver cell** clkbuf_8
• **Latency at later pin** 260 ps

### Worst setup path
• **cell depth of the worst flop-to-flop path** 4
• **critical path type** primary input to output pin
• **ordered cell list for the critical path** dlygate4sd2_1 > nor4b_4 > mux4_2 > mux2_2 > o221ai_2 > nand2_1 > clkdlybuf4s50_1
• **CP bufs+invs** 2
• **register-to-register setup slack** 1570 ps
• **CP delay by family, top** buffers and inverters
• **Critical Path Sink Type** output pin
• **Slowest Stage Delay on Critical Path** 420 ps
• **Required @ worst endpoint** 2800 ps
• **Slowest-stage cell, CP** clkdlybuf4s50_1
• **source of the worst register-to-register timing path** count[5]
• **worst-path fanout max** 4
• **data arrival time of the critical path** 2680 ps
• **Worst Setup Start Kind** primary input
• **RR Endpoint** count_o[4]
• **crit path launch** state[3]

### Routing
• **number of antenna diodes** 0
• **remaining antenna violation count after routing** 0
• **Remaining DRCs** 0
• **via count** 1285
• **first drt pass iteration count** 4
• **Starting DRT DRC Count** 41
• **detailed-route wire length per cell** 11.5 um
• **final wirelength** 3300 um
• **via count normalized by instance count** 4.49

### Job
• **number of logged tool warnings** 30
• **count of max-cap constraint violations** 0

### Place
• **total of buffers placed on input and output ports** 43
• **cell area after placement** 2200 sq um
• **routability congestion estimate from global placement** 0.744
• **detailed-placement wirelength estimate** 2580 um

### Power
• **sum of internal, switching and leakage power** 0.592 mW
• **peak supply drop** 0.133 mV
• **power per unit of standard cell area** 264 nW/um^2
• **Leak Pwr** 0.897 nW

### Run status
• **status** finished clean

[registers in the layout (all words and copies together), names as in the netlist]
| name | count |
|---|---|
| data_out | 8 |
| addr | 8 |
| count_o | 5 |
| stop_done | 1 |
| count | 8 |
| st_ena | 1 |
| count_ | 2 |
[worst reg2reg max path: stages, from the launching register on]
cell	delay, ps
edfxtp_1	480
nor4_4	510
and4_1	470
o21ai_4	110
a22o_1	250
[metal layers]
| layer | routed length (um) | share of wire | global-route usage | up-vias |
|---|---|---|---|---|
| met5 | 0 | 0 | 0 | - |
| met4 | 28 | 0.0085 | 0.0154 | 0 |
| met3 | 122 | 0.037 | 0.0145 | 2 |
| met2 | 1300 | 0.39 | 0.169 | 31 |
| met1 | 1850 | 0.56 | 0.212 | 558 |
| li1 | - | - | - | 694 |
[cell families after synthesis]
kind of cell,after synthesis,synth area share
AOI/OAI and AO/OA,27,0.107
xor gates and xnor gates,5,0.0262
adders and majority gates,8,0.0598
buffers and inverters,15,0.0381
DFF,23,0.368
latches,10,0.0897
muxes,10,0.0837
and+or+nand+nor,74,0.228
[worst max-delay path by stage]
| stage | endpoint | cells past startpoint | slack [ps] |
|---|---|---|---|
| global route | sda_out | 7 | 30 |
| CTS | sda_out | 7 | 90 |
| finish | sda_out | 7 | 120 |
[stage by stage]
step                      instances  setup WS, ps
after floorplan                 172           784
after global placement          282          -101
after detailed placement        282          -110
after CTS                       286          94.7
after global routing            286          29.2
final                           286           125
[synth_stat cells, types with 3 or more instances]
cell type	count	area share
nand2_1	33	0.074
nand3_1	14	0.042
xnor2_1	4	0.021
buf_2	3	0.0090
dlxtn_1	10	0.090
ha_1	8	0.060
mux2i_1	5	0.030
edfxtp_1	8	0.14
a22o_1	3	0.016
nor3_1	4	0.012
dfrtp_1	15	0.22
inv_1	4	0.0090
clkbuf_1	6	0.013
mux4_2	3	0.040
nor2_1	7	0.016
o21ai_1	12	0.036
[layout by cell type, fill, tap and decap left out, types with 5 or more instances in the layout]
| master | Yosys | routed |
|---|---|---|
| buf_4 | 1 | 7 |
| clkdlybuf4s50_1 | 0 | 39 |
| dfrtp_1 | 15 | 15 |
| dlxtn_1 | 10 | 10 |
| edfxtp_1 | 8 | 8 |
| ha_1 | 8 | 8 |
| mux2i_1 | 5 | 5 |
| nand2_1 | 33 | 33 |
| nand3_1 | 14 | 14 |
| nor2_1 | 7 | 7 |
| o21ai_1 | 12 | 12 |
[power by group]
| group | total, mW | switching, mW | internal (mW) |
|---|---|---|---|
| clock | 0.161 | 0.0804 | 0.0811 |
| sequential | 0.316 | 0.0127 | 0.303 |
| combinational | 0.115 | 0.0479 | 0.0672 |
[final cells by class]
class	instances	area, sq um
clock buffer	4	45.0
fill	515	2990
inverter	5	18.8
multi-input combinational	124	851
sequential	33	766
tap	70	87.6
timing repair buffer	50	478
Power is estimated from default activity; no workload was simulated.
