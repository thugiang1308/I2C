==> ./design.v <==
module I2C_div_clk
# (
    parameter heso = 8 ,
    parameter size = 3 
)
(
    input clk , 
    input rst_n , 
    output reg clk_out,
    output reg scl_tmp,
    output reg scl_p,
    output reg scl_n 
); 
reg [size -1'b1 : 0] Q ;
always @(posedge clk or negedge rst_n) 
begin
    if (~rst_n)                                                        
    begin 
        Q<=0;
        clk_out <= 0 ;
        scl_n <= 0 ;
        scl_p <= 0 ;
    end
    else if (Q == heso -1'b1) 
    begin 
        Q<=0 ;
        clk_out <= !clk_out ; 
        if (clk_out) scl_n <= 1 ;
        else scl_p <= 1 ;
    end
    else 
    begin 
        Q <= Q + 1'b1 ; 
        scl_p <= 0 ; 
        scl_n <= 0 ; 
    end
end 
always @(posedge clk or negedge rst_n) begin : proc_scl_tmp
    if(~rst_n) begin
        scl_tmp <= 0;
    end else begin
        scl_tmp <= clk_out;
    end
end
endmodule                                                 
==> ./run.sh <==
#!/bin/bash
# OpenROAD 26Q1-2900-gdf79404cd8, Yosys 0.63+post, stock flow scripts
make -C /OpenROAD-flow-scripts/flow DESIGN_CONFIG=/design/flow/config.mk WORK_HOME=/design/flow/orfs finish
==> ./config.mk <==
export PLATFORM = sky130hd
export DESIGN_NAME = I2C_div_clk
export DESIGN_NICKNAME = I2C_div_clk
export VERILOG_FILES = /design/flow/design.v
export SDC_FILE = /design/flow/constraint.sdc
export NUM_CORES = 4
export LEC_CHECK = 1
export CORE_AREA = 10 10 70 70
export DIE_AREA = 0 0 80 80
==> ./constraint.sdc <==
current_design I2C_div_clk

set clk_period 1.0
set clk_io_pct 0.2

create_clock -name clk0 -period $clk_period [get_ports {clk}]

set non_clock_inputs [all_inputs -no_clocks]
set_input_delay [expr $clk_period * $clk_io_pct] -clock clk0 $non_clock_inputs
set_output_delay [expr $clk_period * $clk_io_pct] -clock clk0 [all_outputs]
==> flow_metrics.tcl <==
# collected from the flow reports
set metrics [dict create \
    grt_usage_pct 1.70 \
    ff_latch_area_um2 175 \
    hold_path_class "primary input to asynchronous set/reset pin" \
    finalClockSkew_ns 0.00223 \
    critPathKind "flop to flop" \
    arrival_ns 1.38 \
    run_status "finished with violations" \
    cellPowerDensity_mw_per_mm2 1120 \
    dieArea_mm2 0.00640 \
    pin_count 6 \
    final_core_util_pct 14.1 \
    dr_wl_met2_um 164 \
    drv_cap 0 \
    ys_warn_count 1 \
    warnings 29 \
    yosys_area_um2 282 \
    leakage_nw 0.229 \
    clk_pin_slew_ns 0.05 \
    wl_met3_um 107 \
    m1WireLength_um 193 \
    area_growth_syn_to_layout_pct 70.7 \
    critPathRequiredTime_ns 1.13 \
    top_cell_area_share_pct 62.2 \
    ys_top_cells_by_area "dfrtp_1, ha_1, mux2_4, nor2b_4, xor2_1" \
    placed_area_um2 434 \
    clk_path_buf_depth 2 \
    grt_overflow 0 \
    drtAntennaViolNets 0 \
    die_h_um 80 \
    cp_max_fo 3 \
    dr.pass1.iters 3 \
    logic_area_um2 139 \
    initial_core_util_pct 8.24 \
    max_freq_mhz 801 \
    ys_ff 7 \
    worstSetupStartpoint "Q[0]" \
    grt_first_pass_wirelength_um 800 \
    cts_tree "built" \
    stdcell_area_um2 480 \
    tightestPinTransition_ns 0.307 \
    wl_per_cell_um 5.87 \
    dpl.hpwl_um 354 \
    gp_congestion 0.665 \
    antenna_found_initial 0 \
    htree_num_levels 1 \
    fp.dieW_um 80 \
    yosys_cells 17 \
    setup_ws_ns -0.249 \
    grt_max_degree 8 \
    ir_worst_vdd_mv 0.238 \
    drc 0 \
    clock_sinks 7 \
    slew_headroom_pct 79.5 \
    vias 179 \
    synth_top_cell_by_area "dfrtp_1" \
    cts_root_buffer "clkbuf_4" \
    power_mw 0.540 \
    slew_violations 0 \
    cp-end-kind "flop" \
    routed.top_layer "met3" \
    avgSynthCellArea_um2 16.6 \
    first_global_vias 179 \
    setup_violations 5 \
    synth_cells 17 \
    drtIter0Drc 7 \
    start_kind "flop" \
    netlist_area_um2 282 \
    clock_latency_ns 0.25 \
    hold_viol_final 0 \
    period_used_pct 125 \
    rr_startpoint "Q[0]" \
    fillers 385 \
    port_buffers 5 \
    core_area_mm2 0.00342 \
    diodes 0 \
    drt-total-wl_um 464 \
    rsz0062_at_grt "true" \
    yosys.cell_types.count 8 \
    fin_crit_ns 1.25 \
    cts_inserted_buffers 3 \
    vias_per_cell 2.27 \
    rows 21 \
    violations "setup timing" \
    drive_above_1_share_pct 63.6 \
    pre_cts_ws_ns -0.257 \
    ys_seq_share_pct 62.2 \
]
==> final cells by class <==
| class | count | share of cell area [%] |
|---|---|---|
| flip-flops and latches | 7 | 36.5 |
| repair buffers | 12 | 17.2 |
| multi-input cells | 10 | 28.9 |
| clock buffers | 4 | 5.47 |
| well taps | 46 | 12.0 |
==> synth_stat cells, drive strengths merged <==
cell   count
nand2      1
ha         3
nor2       1
xor2       1
nor2b      2
mux2       2
dfrtp      7
==> cells in the final DEF (no fill, tap or decap), drive strengths merged <==
master / count
ha: 3
nor2: 1
buf: 10
mux2: 2
clkbuf: 5
nor2b: 2
clkdlybuf4s50: 1
nand2: 1
dfrtp: 7
xor2: 1
==> state kept, by name (all words and copies together), names as in the netlist <==
name	count
Q	3
clk_out	1
scl_n	1
scl_p	1
scl_tmp	1
==> metal layers <==
metal | global-route usage [%] | up-vias
met5 | 0 | -
met4 | 0 | 0
met3 | 2.61 | 0
met2 | 1.85 | 10
met1 | 1.81 | 81
li1 | - | 88
==> final timing paths <==
path | to | slack [ns] | cells past startpoint
setup / recovery | scl_n | -0.25 | 4
hold / removal | scl_tmp | 0.21 | 1
setup reg to reg | scl_n | -0.25 | 4
hold reg to reg | Q[2] | 0.56 | 1
max in group asynchronous | Q[0] | 0.56 | 1
min in group clk0 | Q[2] | 0.56 | 1
==> stage by stage <==
step	TNS (ns)	hold slack (ns)	instances
2_1_floorplan	-0.427	-0.0956	17
3_3_place_gp	-0.603	0.418	72
3_5_place_dp	-0.678	0.428	72
4_1_cts	-0.921	0.203	80
6_report	-0.625	0.207	79
5_1_grt	-0.847	0.206	79
==> what timing repair did <==
item	in CTS	in global routing
hold buffers	0	0
setup endpoints to repair	9	6
setup buffers	4	0
pin swaps	2	0
resized	14	2
==> power by group <==
group | switching [mW] | internal, mW
logic | 0.00506 | 0.00346
clock network | 0.0957 | 0.152
registers | 0 | 0.284
==> worst max-delay path, stage by stage (launching register included) <==
cell	delay, ns
dfrtp_1	0.40
ha_4	0.18
ha_4	0.16
nor2b_4	0.12
mux2_4	0.28
==> logic make-up (layout without fill, tap and decap cells) <==
logic type	count (synthesis)	count (layout)	synth area share (%)
xor gates and xnor gates	1	1	3.11
adders and majority gates	3	3	13.3
buffers and inverters	0	16	0
DFF	7	7	62.2
muxes	2	2	10.7
and+or+nand+nor	4	4	10.7
Power and IR drop assume default switching activity.
